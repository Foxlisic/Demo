[flow/constraint.sdc]
current_design max2

set clk_period 1.9
set clk_io_pct 0.2

create_clock -name clk0 -period $clk_period [get_ports {clock}]

set non_clock_inputs [all_inputs -no_clocks]
set_input_delay [expr $clk_period * $clk_io_pct] -clock clk0 $non_clock_inputs
set_output_delay [expr $clk_period * $clk_io_pct] -clock clk0 [all_outputs]
[flow/config.mk]
export PLATFORM = sky130hd
export DESIGN_NAME = max2
export DESIGN_NICKNAME = max2
export VERILOG_FILES = /design/flow/design.v
export SDC_FILE = /design/flow/constraint.sdc
export NUM_CORES = 4
export LEC_CHECK = 1
export CORE_UTILIZATION = 30
[flow/run.sh]
#!/bin/bash
# OpenROAD 26Q1-2900-gdf79404cd8, Yosys 0.63+post, stock flow scripts
make -C /OpenROAD-flow-scripts/flow DESIGN_CONFIG=/design/flow/config.mk WORK_HOME=/design/flow/orfs finish
[flow/design.v]
module video
(
    input               clock,
    output  reg         r,
    output  reg         g,
    output  reg         b,
    output              hs,
    output              vs,
    input   [3:0]       key
);
parameter
    hzv =  640, hzf =   16, hzs =   96, hzb =   48, hzw =  800,
    vtv =  400, vtf =   12, vts =    2, vtb =   35, vtw =  449;
assign hs = X < (hzb + hzv + hzf);
assign vs = Y < (vtb + vtv + vtf);
wire        xmax = (X == hzw - 1);
wire        ymax = (Y == vtw - 1);
reg  [ 9:0] X    = 0;
reg  [ 8:0] Y    = 0;
reg  [ 4:0] K;
reg  [ 9:0] A;
reg  [ 7:0] B;           
reg  [ 9:0] C;           
reg  [ 7:0] rx, ry;      
reg         tx, ty;      
wire [ 5:0] txy = {Y[2:0], X[2:0]};
wire [ 5:0] pattern =
    txy == 8'h00 ? 0  : txy == 8'h01 ? 32 : txy == 8'h02 ?  8 : txy == 8'h03 ? 40 :
    txy == 8'h04 ?  2 : txy == 8'h05 ? 34 : txy == 8'h06 ? 10 : txy == 8'h07 ? 42 :
    txy == 8'h08 ? 48 : txy == 8'h09 ? 16 : txy == 8'h0A ? 56 : txy == 8'h0B ? 24 :
    txy == 8'h0C ? 50 : txy == 8'h0D ? 18 : txy == 8'h0E ? 58 : txy == 8'h0F ? 26 :
    txy == 8'h10 ? 12 : txy == 8'h11 ? 44 : txy == 8'h12 ? 4  : txy == 8'h13 ? 36 :
    txy == 8'h14 ? 14 : txy == 8'h15 ? 46 : txy == 8'h16 ? 6  : txy == 8'h17 ? 38 :
    txy == 8'h18 ? 60 : txy == 8'h19 ? 28 : txy == 8'h1A ? 52 : txy == 8'h1B ? 20 :
    txy == 8'h1C ? 62 : txy == 8'h1D ? 30 : txy == 8'h1E ? 54 : txy == 8'h1F ? 22 :
    txy == 8'h20 ? 3  : txy == 8'h21 ? 35 : txy == 8'h22 ? 11 : txy == 8'h23 ? 43 :
    txy == 8'h24 ? 1  : txy == 8'h25 ? 33 : txy == 8'h26 ? 9  : txy == 8'h27 ? 41 :
    txy == 8'h28 ? 51 : txy == 8'h29 ? 19 : txy == 8'h2A ? 59 : txy == 8'h2B ? 27 :
    txy == 8'h2C ? 49 : txy == 8'h2D ? 17 : txy == 8'h2E ? 57 : txy == 8'h2F ? 25 :
    txy == 8'h30 ? 15 : txy == 8'h31 ? 47 : txy == 8'h32 ? 7  : txy == 8'h33 ? 39 :
    txy == 8'h34 ? 13 : txy == 8'h35 ? 45 : txy == 8'h36 ? 5  : txy == 8'h37 ? 37 :
    txy == 8'h38 ? 63 : txy == 8'h39 ? 31 : txy == 8'h3A ? 55 : txy == 8'h3B ? 23 :
    txy == 8'h3C ? 61 : txy == 8'h3D ? 29 : txy == 8'h3E ? 53 : 21;
always @(posedge clock) begin
    X <= xmax ?         0 : X + 1;
    Y <= xmax ? (ymax ? 0 : Y + 1) : Y;
    K <= xmax && ymax ? K + 1 : K;
    {r, g, b} <= 3'b000;
    if (rx >= ry) begin rx <= rx + 1 - ry; tx <= tx + 1; end
    else          begin rx <= rx + 1; end
    if (X == hzb) begin
        A <= 320;
        B <= Y - (199 + vtb);
        C <= 0;
    end
    else if (X == hzb-1) begin
        tx <= C[0];
        ty <= C[0];
        rx <= (B - 1) - A;
        ry <= B;
    end
    else begin if (A >= B) begin A <= A - B; C <= C + 1; end end
    if (X >= hzb && X < hzb+hzv && Y >= vtb && Y < vtb+vtv)
    begin {r, g, b} <= Y > (200 + vtb) && (tx ^ ty) ? (B >= pattern + 24 ? 3'b111 : 3'b000) : 3'b000; end
end
endmodule
module max2
(
    input               clock,
    input       [3:0]   key,
    output reg  [7:0]   led,
    inout               dp,
    inout               dn,
    inout               pt
);
reg [1:0] div; always @(posedge clock) div <= div + 1;
video VIDEO
(
    .clock      (div[1]),    
    .r          (led[0]),
    .g          (led[3]),
    .b          (led[4]),
    .hs         (led[1]),
    .vs         (led[2]),
    .key        (key)
);
endmodule
==> flow_summary_export.csv <==
group,metric,value,unit
detailed_routing,wl,8100,µm
detailed_routing,drt_iter0_markers,205,
placement,dp_hpwl,6200,µm
yosys,syn_avg_cell_area,8.97,µm²
clocking,cts-root-buf,"clkbuf_16",
sta,unconstrained_endpoints,91,
sta,skew,0.739,ps
yosys,yosys_area,4440,µm²
pwr,p_sw_share,12.8,%
yosys,synth_cell_types,67,
final_layout,drive_gt1_share,5.01,%
yosys,edf_count,26,
pwr,power_frac_clock,88.1,%
hold_path,min_to,"div[0]$_DFF_P_",
floorplan,chip_area,15300,µm²
yosys,synth_area,4440,µm²
worst_setup_path,reg2reg_depth,1,
final_layout,area_delta_synth_final,4.93,%
sta,min_period,576,ps
sta,tightest_slew,806,ps
floorplan,core_area,14500,µm²
worst_setup_path,crit_type,"register to register",
yosys,synthArstFlopShare,0,%
sta,max-slew-margin-rel,46.2,%
pwr,p_seq_share,11.9,%
yosys,synthCells,495,
final_layout,final_cell_mix,"ha_1 (48), inv_1 (41), nor2_1 (38)",
hold_path,worst_hold_startpoint,"div[0]$_DFF_P_",
floorplan,fp-row-count,44,
detailed_routing,wire_per_inst,12.2,µm
final_layout,finish.utilization,32.2,%
sta,setup_tns,0,ps
clocking,cts-resized-gates,0,
clocking,htreeDepth,1,
hold_path,whs_path_depth,1,
floorplan,die_h,124,µm
pwr,p_leak,1.93,nW
run,maxCapViolations,0,
clocking,cts_setup_buffers,0,
worst_setup_path,path_buffers,0,
pwr,vdd_drop_max,0.000584,V
clocking,numCtsBuffers,3,
global_routing,grt_pass1_wl,13800,µm
global_routing,gr-usage-all-layers,11.2,%
sta,fmax,1740,MHz
worst_setup_path,slowest_stage,"dfxtp_1",
final_layout,fillCellCount,1466,
outcome,status,"complete, no violations",
sta,post-route-period-util,30.3,%
detailed_routing,n_antenna_cell,0,
global_routing,grt_pass1_vias,2955,
global_routing,antenna_found_initial,0,
sta,drv_slew,0,
yosys,ys_cells,495,
clocking,tritoncts,"yes",
yosys,postSynthSeqShare,32.5,%
clocking,clk_pin_slew,30,ps
detailed_routing,firstDrtPassIters,5,
floorplan,die_x,124,µm
pwr,power_frac_comb,0,%
yosys,ys.flops,59,
worst_setup_path,cp_top_family,"flip-flops",
sta,rsz0062_at_grt,"false",
worst_setup_path,regToRegStartpoint,"div[0]$_DFF_P_",
clocking,clock_latency,220,ps
worst_setup_path,max_stage_delay,300,ps
final_layout,fin_cells,663,
pwr,powerDensity,76.3,nW/µm²
placement,gp_congestion,0.855,
placement,placed_cells,660,
detailed_routing,drc_errors,0,
worst_setup_path,r2r-end,"div[1]$_DFF_P_",
run,warnings,46,
clocking,clockBufferDepth,2,
worst_setup_path,cp-end-kind,"register",
global_routing,grt_max_degree,58,
detailed_routing,avgViaCountPerCell,4.98,
hold_path,min_path_type,"register to register",
worst_setup_path,path_max_fanout,2,
worst_setup_path,arrival,680,ps
worst_setup_path,startpoint_type,"register",
floorplan,fp_util,30.7,%
final_layout,layout_top_cell,"ha_1",
worst_setup_path,r2r_slack,1320,ps
sta,setup_viol,0,
placement,io_buffers,5,
worst_setup_path,crit_chain,"xor2_1",
detailed_routing,vias,3300,
yosys,flop_cell,"dfxtp_1",
yosys,yosys_warnings,5,
global_routing,grt_overflow,0,
sta,hold_viol_final,0,
pwr,p_sw,0.0455,mW
sta,unclocked_pins,57,
worst_setup_path,worstPathRequired,2000,ps
detailed_routing,ant_nets,0,
floorplan,boundaryPins,16,
pwr,intPower,0.310,mW
pwr,power.total,0.355,mW
clocking,cts_hold_buf,0,
cell usage after synthesis (3+ instances only):
master | n | area [µm²]
nand2b_1 | 6 | 37.5
o211ai_1 | 5 | 37.5
a2111oi_0 | 3 | 26.3
a211oi_1 | 6 | 45.0
mux2i_1 | 7 | 70.1
xnor2_1 | 30 | 263
nand2_1 | 28 | 105
buf_2 | 6 | 30.0
or2_2 | 3 | 18.8
nand3b_1 | 3 | 22.5
or4_1 | 3 | 22.5
a31oi_1 | 5 | 31.3
nor3_1 | 5 | 25.0
o21bai_1 | 5 | 37.5
nor4_1 | 4 | 25.0
xor2_1 | 18 | 158
dfxtp_1 | 33 | 661
ha_1 | 48 | 601
nand3_1 | 12 | 60.1
nor2b_1 | 7 | 43.8
nor2_1 | 38 | 143
nand4_1 | 5 | 31.3
o311ai_0 | 4 | 35.0
edfxtp_1 | 26 | 781
and2_1 | 4 | 25.0
a21oi_1 | 32 | 160
o31ai_1 | 3 | 22.5
inv_1 | 41 | 154
o21ai_0 | 26 | 130
buf_4 | 11 | 82.6
clkbuf_1 | 10 | 37.5
a21o_1 | 15 | 113
per-stage QoR:
stage / hold slack [ps] / setup WS (ps) / instance area, µm²
after floorplan: 364 / 638 / 4450
after global placement: 378 / 1330 / 4590
after detailed placement: 376 / 1330 / 4590
after CTS: 382 / 1320 / 4660
after global routing: 390 / 1300 / 4660
final: 381 / 1320 / 4660
power by group through the flow:
stage / Combinational (mW) / Clock [mW] / Sequential, mW
4_1_cts: 0.000200 / 0.318 / 0.0423
6_report: 0.000116 / 0.313 / 0.0423
5_1_grt: 0.000468 / 0.321 / 0.0423
registers in the layout, summed over array words and instances, names as in the netlist, 2 cells and up:
signal,count
VIDEO.B,8
div,2
VIDEO.X,10
VIDEO.rx,8
VIDEO.A,10
VIDEO.ry,8
VIDEO.Y,9
how the worst max path moves through the flow:
stage	startpoint	endpoint	slack [ps]	cells after the start
finish	div[0]$_DFF_P_	div[1]$_DFF_P_	1320	1
global route	div[1]$_DFF_P_	div[1]$_DFF_P_	1300	1
CTS	div[0]$_DFF_P_	div[1]$_DFF_P_	1320	1
kinds of logic (layout without fill, tap and decap cells):
logic type	count (synthesis)	after routing	synth area share, %
flops	59	59	32.5
other cells	1	3	0.0844
xor+xnor	48	48	9.46
compound gates	126	126	19.0
mux	8	8	1.83
buf+inv	72	54	7.38
simple gates	130	130	15.2
fa+ha+maj	51	51	14.6
final cells by class:
type	count	area [µm²]	area share (%)
multi-input combinational	366	2680	57.5
sequential	59	1440	30.9
tap	184	230	4.94
inverter	43	161	3.46
clock buffer	3	75.1	1.61
timing repair buffer	8	72.6	1.56
routing by layer:
metal  routed length, µm  vias up  GRT usage (%)
li1                    -     1708              -
met1                4020     1510           16.9
met2                3700       74           18.0
met3                 266        8          0.981
met4                 108        0           1.66
met5                   0        -              0
Power figures rest on the tool's default switching activity, not on a simulated workload.
